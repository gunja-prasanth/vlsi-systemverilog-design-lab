==> design/flow/design.v <==
`timescale 1ns / 1ps
module async_fifo #(
    parameter int DATA_WIDTH = 8,
    parameter int ADDR_WIDTH = 3   
)(
    input  logic wr_clk,
    input  logic rd_clk,
    input  logic rst,
    input  logic wr_en,
    input  logic rd_en,
    input  logic [DATA_WIDTH-1:0] wr_data,
    output logic [DATA_WIDTH-1:0] rd_data,
    output logic full,
    output logic empty
);
    localparam int DEPTH = 1 << ADDR_WIDTH;
    logic [DATA_WIDTH-1:0] mem [0:DEPTH-1];
    logic [ADDR_WIDTH:0] wr_bin, rd_bin;
    logic [ADDR_WIDTH:0] wr_gray, rd_gray;
    logic [ADDR_WIDTH:0] wr_gray_sync, rd_gray_sync;
    assign wr_gray = (wr_bin >> 1) ^ wr_bin;
    assign rd_gray = (rd_bin >> 1) ^ rd_bin;
    always_ff @(posedge wr_clk or posedge rst) begin
        if (rst)
            wr_bin <= 0;
        else if (wr_en && !full) begin
            mem[wr_bin[ADDR_WIDTH-1:0]] <= wr_data;
            wr_bin <= wr_bin + 1;
        end
    end
    always_ff @(posedge rd_clk or posedge rst) begin
        if (rst)
            rd_bin <= 0;
        else if (rd_en && !empty) begin
            rd_data <= mem[rd_bin[ADDR_WIDTH-1:0]];
            rd_bin <= rd_bin + 1;
        end
    end
    logic [ADDR_WIDTH:0] rd_gray_sync1, wr_gray_sync1;
    always_ff @(posedge wr_clk or posedge rst) begin
        if (rst)
            {rd_gray_sync1, rd_gray_sync} <= 0;
        else begin
            rd_gray_sync1 <= rd_gray;
            rd_gray_sync  <= rd_gray_sync1;
        end
    end
    always_ff @(posedge rd_clk or posedge rst) begin
        if (rst)
            {wr_gray_sync1, wr_gray_sync} <= 0;
        else begin
            wr_gray_sync1 <= wr_gray;
            wr_gray_sync  <= wr_gray_sync1;
        end
    end
    assign full =
        (wr_gray == {~rd_gray_sync[ADDR_WIDTH:ADDR_WIDTH-1],
                      rd_gray_sync[ADDR_WIDTH-2:0]});
    assign empty = (rd_gray == wr_gray_sync);
endmodule
==> design/flow/run.sh <==
#!/bin/bash
# OpenROAD 26Q1-2900-gdf79404cd8, Yosys 0.63+post, stock flow scripts
make -C /OpenROAD-flow-scripts/flow DESIGN_CONFIG=/design/flow/config.mk WORK_HOME=/design/flow/orfs finish
==> design/flow/config.mk <==
export PLATFORM = sky130hd
export DESIGN_NAME = async_fifo
export DESIGN_NICKNAME = async_fifo
export VERILOG_FILES = /design/flow/design.v
export SDC_FILE = /design/flow/constraint.sdc
export NUM_CORES = 4
export LEC_CHECK = 1
export CORE_UTILIZATION = 50
==> design/flow/constraint.sdc <==
current_design async_fifo

set clk_period 3.4
set clk_io_pct 0.2

create_clock -name clk0 -period $clk_period [get_ports {rd_clk}]
create_clock -name clk1 -period $clk_period [get_ports {wr_clk}]

set non_clock_inputs [all_inputs -no_clocks]
set_input_delay [expr $clk_period * $clk_io_pct] -clock clk0 $non_clock_inputs
set_output_delay [expr $clk_period * $clk_io_pct] -clock clk0 [all_outputs]
==> results_tabular.tex <==
% Implementation results table
\begin{tabular}{lr}
\hline
Metric & Value \\
\hline
\multicolumn{2}{l}{\textbf{Route}} \\
\quad Uppermost routed layer & met4 \\
\quad DRC violation total after the first TritonRoute iteration & 114 \\
\quad Met2 wirelength from detailed routing & 3.00 mm \\
\quad Total length of routed met3 wires & approximately 730 um \\
\quad Met1 layer wirelength in the final routing & 3.16 mm \\
\quad Sum of routed wire length over all layers & 7.00 mm \\
\quad DRC violation count after routing & 0 \\
\quad Number of nets with antenna violations after routing & 0 \\
\quad Detailed-route wire length per cell & 18.8 um \\
\quad DR vias & about 2000 \\
\quad Vias/cell & 5.35 \\
\quad Iteration count of the initial detailed-routing pass & 4 \\
\quad Number of diodes added for antenna fixing & 0 \\
\multicolumn{2}{l}{\textbf{STA}} \\
\quad Number of hold violations in the final report & 0 \\
\quad Number of pins exceeding their max-slew limit in the final report & 0 \\
\quad TNS Setup & 0 ns \\
\quad Final number of setup-violating endpoints & 0 \\
\quad Worst clock skew & 0.0135 ns \\
\quad Worst slew margin relative to its limit & 0.456 \\
\quad Worst Max-Slew Pin Slew & 0.813 ns \\
\quad RSZ-0062 raised after global routing & false \\
\multicolumn{2}{l}{\textbf{Worst setup path}} \\
\quad Worst Path Required & between 2 and 3 ns \\
\quad WP data arrival & 2.30 ns \\
\quad FF-to-FF path depth & 5 \\
\quad Register-to-Register Setup Slack & 0.88 ns \\
\quad Chain of cells forming the critical path & ha\_1 > xnor2\_1 > nand2\_1 > nor2\_1 > clkdlybuf4s50\_1 \\
\quad Critical path class & reg2out \\
\quad Highest cell delay on the worst timing path & 0.67 ns \\
\quad Critical Path Fanout Max & 11 \\
\quad Critical R2R Capture & mem[3][3]\$\_DFFE\_PP\_ \\
\quad Kind of capture point of the worst setup path & output pin \\
\quad Master of the slowest instance on the critical path & dfrtp\_1 \\
\quad Source of the worst register-to-register timing path & wr\_bin[2]\$\_DFFE\_PP0P\_ \\
\quad Critical path startpoint category & register \\
\multicolumn{2}{l}{\textbf{GRT}} \\
\quad Pin count of the biggest net entering global routing & 25 \\
\quad Global-route usage over all layers & 0.212 \\
\quad Number of global-route vias before repair & approximately 2000 \\
\quad Wire length of the first global-routing pass & between 10 and 15 mm \\
\quad GRT overflow & 0 \\
\quad Initial antenna violation count & 0 \\
\multicolumn{2}{l}{\textbf{Placed design}} \\
\quad Placed cell area & 4180 um\^{}2 \\
\quad Placer Congestion & about 0.83 \\
\quad DP HPWL & between 4 and 5 mm \\
\quad PortBufs & 21 \\
\multicolumn{2}{l}{\textbf{Synthesis}} \\
\quad Count of unique library cells instantiated by Yosys & 38 \\
\quad Fraction of the yosys area taken by sequential cells & 0.721 \\
\quad Cell types with the largest area share after synthesis & edfxtp\_1, dfrtp\_1, ha\_1 \\
\quad Biggest area consumer among synthesized cells & edfxtp\_1 \\
\quad Ys flops & 96 \\
\quad Most common cell in the synthesized netlist & edfxtp\_1 \\
\quad Gate count of the mapped netlist & between 200 and 250 \\
\quad Cell count listed in synth\_stat.txt & 232 \\
\quad Number of warnings printed during yosys synthesis & 2 \\
\quad Average size of a mapped cell & 16.5 um\^{}2 \\
\quad Mapped Area & 3830 um\^{}2 \\
\quad Post-synth EDFFs & around 72 \\
\quad Fraction of registers with async set/reset & 0.250 \\
\quad Top area contributor share & 0.564 \\
\quad Most common library cells after synthesis & edfxtp\_1, dfrtp\_1, nor2\_1 \\
\quad Chip area line of the yosys report & 3830 um\^{}2 \\
\quad Main flop type & edfxtp\_1 \\
\multicolumn{2}{l}{\textbf{Clocking}} \\
\quad Clock tree from TritonCTS & built \\
\quad Total of cells resized after clock tree synthesis & 0 \\
\quad Post-CTS clock slew at the launch and capture registers of the worst setup and hold paths & 0.09 ns \\
\quad CTS hold repair buffers & 0 \\
\quad TritonCTS Sinks & 96 \\
\quad Setup fix buffers added after clock tree synthesis & 0 \\
\multicolumn{2}{l}{\textbf{Pwr}} \\
\quad Static leakage & 1.63 nW \\
\quad Worst vdd rail ir drop & 0.354 mV \\
\quad Total power per unit cell area & around 890 nW/um\^{}2 \\
\multicolumn{2}{l}{\textbf{Floorplan}} \\
\quad Row cnt & 31 \\
\quad DIE HEIGHT & around 90 um \\
\quad Number of top-level pins & 23 \\
\quad Die area & 8020 um\^{}2 \\
\quad Core area & about 7300 um\^{}2 \\
\quad Die boundary width & roughly 90 um \\
\quad Core utilization at floorplan & 0.523 \\
\multicolumn{2}{l}{\textbf{Status}} \\
\quad Outcome & completed \\
\multicolumn{2}{l}{\textbf{Layout}} \\
\quad Share of layout cells above drive strength 1 & 0.161 \\
\quad Post-route design area & 4450 um\^{}2 \\
\quad Fill cell count & 540 \\
\quad Area delta synth->final & 16.2\% \\
\multicolumn{2}{l}{\textbf{Job}} \\
\quad Tally of max-capacitance violations & 0 \\
\quad Number of warnings the tools reported & 36 \\
\multicolumn{2}{l}{\textbf{Worst hold path}} \\
\quad Hold Startpoint & wr\_gray\_sync1[2]\$\_DFF\_PP0\_ \\
\quad Hold Crit Endpoint & wr\_gray\_sync[2]\$\_DFF\_PP0\_ \\
\quad Worst Hold Class & reg2reg \\
\quad Worst hold path depth & 0 \\
\hline
\end{tabular}
critical path: cells and delay by family, from the launching register on:
family / cells / cell delay [ns]
simple gates: 2 / 0.28
buf+inv: 1 / 0.46
fa+ha+maj: 1 / 0.37
xor+xnor: 1 / 0.17
flops: 1 / 0.67
cell type report:
cell class / instances / area, um^2 / area share
clock inverters: 7 / 80.1 / 0.0180
multi-input cells: 115 / 971 / 0.218
clock buffers: 13 / 190 / 0.0427
inverters: 11 / 41.3 / 0.00927
repair buffers: 31 / 285 / 0.0640
well taps: 99 / 124 / 0.0278
flip-flops and latches: 96 / 2760 / 0.620
how the worst max path moves through the flow:
stage                startpoint  endpoint  slack [ns]
6_report  wr_bin[2]$_DFFE_PP0P_      full        0.42
5_1_grt   wr_bin[2]$_DFFE_PP0P_      full        0.26
4_1_cts   wr_bin[2]$_DFFE_PP0P_      full        0.41
state kept, by name (all words and copies together) (netlist names):
signal	flops
mem	64
wr_gray_sync	4
rd_bin	4
wr_gray_sync1	4
rd_gray_sync	4
wr_bin	4
rd_gray_sync1	4
rd_data	8
layer usage:
layer	track usage	vias up
met1	0.347	958
met3	0.125	7
met5	0	-
li1	-	941
met2	0.278	85
met4	0.0260	0
cell usage in the layout, fill, tap and decap left out, types with 3 or more instances in the layout:
cell             synthesis  final
a21oi_1                  4      4
edfxtp_1                72     72
buf_4                    0     10
dfrtp_1                 24     24
mux2_2                   5      5
inv_1                   11     11
a22o_1                   4      4
xor2_1                   4      4
nand2_1                 15     15
a41oi_1                  6      6
a221oi_1                 4      4
clkdlybuf4s50_1          0     21
clkbuf_8                 0     12
nor3b_1                  3      3
ha_1                    16     16
a222oi_1                 8      8
nor2_1                  17     17
xnor2_1                  6      6
inv_6                    0      3
report_power, final:
| part | switching (mW) | internal [mW] |
|---|---|---|
| Sequential | 0.165 | 1.56 |
| Combinational | 0.689 | 0.629 |
| Clock | 0.427 | 0.478 |
metrics by stage:
step	utilization	setup slack, ns	std cells	hold slack [ns]	power, mW
after CTS	0.608	0.410	372	0.354	3.99
final	0.608	0.424	372	0.351	3.95
after global routing	0.608	0.262	372	0.360	4.22
after global placement	0.571	0.782	352	0.332	3.07
after detailed placement	0.571	0.812	352	0.335	3.08
after floorplan	-	0.833	232	0.331	2.68
cell families after synthesis:
| family | share of synthesized area |
|---|---|
| flops | 0.721 |
| simple gates | 0.0522 |
| compound gates | 0.0793 |
| buf+inv | 0.0258 |
| fa+ha+maj | 0.0522 |
| xor+xnor | 0.0359 |
| mux | 0.0336 |
Power is estimated from default activity; no workload was simulated.
