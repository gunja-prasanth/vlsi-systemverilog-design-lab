==> ./config.mk <==
export PLATFORM = sky130hd
export DESIGN_NAME = gray_counter
export DESIGN_NICKNAME = gray_counter
export VERILOG_FILES = /design/flow/design.v
export SDC_FILE = /design/flow/constraint.sdc
export NUM_CORES = 4
export LEC_CHECK = 1
export CORE_AREA = 10 10 70 70
export DIE_AREA = 0 0 80 80
==> ./constraint.sdc <==
current_design gray_counter

set clk_period 1.5
set clk_io_pct 0.2

create_clock -name clk0 -period $clk_period [get_ports {clk}]

set non_clock_inputs [all_inputs -no_clocks]
set_input_delay [expr $clk_period * $clk_io_pct] -clock clk0 $non_clock_inputs
set_output_delay [expr $clk_period * $clk_io_pct] -clock clk0 [all_outputs]
==> ./design.v <==
`timescale 1ns / 1ps
module gray_counter #(
    parameter int N = 4
)(
    input  logic clk,
    input  logic rst,
    input  logic enable,
    output logic [N-1:0] bin_count,
    output logic [N-1:0] gray_count
);
    always_ff @(posedge clk or posedge rst) begin
        if (rst)
            bin_count <= '0;
        else if (enable)
            bin_count <= bin_count + 1;
    end
    assign gray_count = (bin_count >> 1) ^ bin_count;
endmodule
==> ./run.sh <==
#!/bin/bash
# OpenROAD 26Q1-2900-gdf79404cd8, Yosys 0.63+post, stock flow scripts
make -C /OpenROAD-flow-scripts/flow DESIGN_CONFIG=/design/flow/config.mk WORK_HOME=/design/flow/orfs finish
==> qor.txt <==
Sequential power share: 0.237
Cells on worst reg2reg path: 3
Synth Cell Area: 191 sq um
Slew HR: 0.866
Min Tclk post-route: 1440 ps
HPWL after detailed placement: 492 um
Largest net degree at the start of global routing: 5
Layout Cells excl Fill: 81
Number of remaining DRC errors: 0
Die outline width: 80 um
Post-synth seq share: 0.523
Max FFs per register: 4
Leakage: 0.197 nW
Die Area: 6400 sq um
Max Cap Viol: 0
Die height: 80 um
Post-layout util: 0.133
Biggest register: bin_count
Clock tree buffer depth: 2
Vias post-DR: 186
Yosys stat area: 191 sq um
Latency at later pin: 240 ps
Share of cells above drive strength 1: 0.457
First-pass GRT wire length: 1.04 mm
Area share, top type: 0.523
Routability cong.: 0.757
Crit end category: output port
Layout Skew: 3.73 ps
Yosys warning tally: 1
PwrDens: 2120 nW/um^2
N_diodes: 0
Ys flops: 4
WL per Instance: 7.84 um
First-pass DRT Iterations: 2
CP Launch Type: register
IO buf count: 10
Total power: 0.965 mW
Vias in the first global route: 195
Cells after DPL: 73
NetSw: 0.275 mW
Core area: 3420 sq um
Crit path DAT: 1140 ps
Final Cycle Share: 0.962
Clock Tree Root: clkbuf_4
Initial antenna violation count: 0
Reg2Reg Setup Slack: 340 ps
Hold Path Class: input port to asynchronous set/reset pin
RSZ-0062 raised after global routing: no
Initial drt markers: 4
GRT Resource Usage Total: 0.0218
Max rail drop VDD: 524 uV
Clk slew on worst S/H paths: 40 ps
Layout area overhead: 137%
Critical path class: register to output port
Final setup violation count: 0
Worst Tran Pin Value: 200 ps
RR Endpoint: bin_count[1]
Worst-path fanout max: 3
Cells after Synth: 15
Via density: 2.30
Sw Share: 0.285
Post-DRT Antenna Nets: 0
Outcome: complete, no violations
RR Startpoint: bin_count[1]
Max Fclk: 693 MHz
Ys cells: 15
Synth Area per Inst: 12.8 sq um
Netlist cell types: 9
CTS tree: done
Cts bufs inserted: 3
Routed WL: 635 um
Clock tree sinks: 4
Clock Power Share: 0.144
Comb pwr share: 0.619
Total gr overflow: 0
Top cells, area: dfrtp_1, ha_1, xnor2_1
Initial Util: 0.0560
Final tally of hold violations: 0
FILL cells: 394
P_int: 0.690 mW
Final Max Tran Viols: 0
Area leader, netlist: dfrtp_1
Worst setup startpoint: bin_count[1]
Required @ worst endpoint: 1200 ps
OpenROAD warning count: 26
CP Capture Point: gray_count[0]
I/O Pins: 11
# rows: 21
Largest regs: bin_count (4)
CTS H-Tree Depth: 1
-- Yosys cell counts, drive strengths merged --
cell / instances
ha: 2
dfrtp: 4
mux2: 1
inv: 1
nand3: 1
xnor2: 2
xor2: 2
buf: 1
nand2: 1
-- kinds of logic (layout without fill, tap and decap cells) --
family | after synthesis | in the layout | synth area share
DFF | 4 | 4 | 0.523
adders and majority gates | 2 | 2 | 0.131
muxes | 1 | 1 | 0.0588
buffers and inverters | 2 | 22 | 0.0588
xor gates and xnor gates | 4 | 4 | 0.183
and+or+nand+nor | 2 | 2 | 0.0457
-- cells in the final DEF, fill, tap and decap left out --
master,synthesis,final
buf_2,0,1
buf_4,1,4
buf_6,0,4
clkbuf_2,0,1
clkbuf_4,0,3
clkdlybuf4s15_1,0,1
clkdlybuf4s50_1,0,4
dfrtp_1,4,4
dlygate4sd2_1,0,2
dlymetal6s2s_1,0,1
ha_4,0,2
inv_1,1,1
mux2_2,1,1
nand2_1,1,1
nand3_1,1,1
xnor2_1,2,2
xor2_1,2,2
-- critical path: stages (launching register included) --
cell and delay [ps]:
dfrtp_1 420, buf_6 140, ha_4 250, buf_2 90
-- cell type report --
type | instances | area (sq um) | share of cell area
timing repair buffer | 18 | 165 | 0.364
multi-input combinational | 9 | 105 | 0.231
sequential | 4 | 100 | 0.220
tap | 46 | 57.6 | 0.127
clock buffer | 3 | 22.5 | 0.0496
inverter | 1 | 3.75 | 0.00826
-- metrics by stage --
| step | TNS (ps) | hold WS (ps) | setup slack (ps) | area [sq um] |
|---|---|---|---|---|
| after floorplan | 0 | 66.1 | 467 | 191 |
| after global placement | 0 | 502 | 37.9 | 364 |
| after detailed placement | 0 | 496 | 23.5 | 364 |
| after CTS | -25.9 | 248 | -25.9 | 432 |
| after global routing | 0 | 272 | 1.94 | 454 |
| final | 0 | 244 | 56.3 | 454 |
-- per-layer routing --
layer,vias up,share of wire,GRT usage
met5,-,0,0
met4,0,0,0.00528
met3,0,0.21,0.0273
met2,14,0.31,0.0209
met1,85,0.48,0.0274
li1,87,-,-
-- how the worst min path moves through the flow --
stage	slack, ps	depth (start not counted)	start	end
after CTS	250	2	rst	bin_count[0]
after global routing	270	2	rst	bin_count[3]
final	240	2	rst	bin_count[3]
-- power by group through the flow --
| stage | sequential, mW | clock [mW] | combinational (mW) |
|---|---|---|---|
| after CTS | 0.228 | 0.142 | 0.566 |
| after global routing | 0.240 | 0.154 | 0.680 |
| final | 0.229 | 0.138 | 0.598 |
-- repair_timing --
action                     4_1_cts  5_1_grt
setup endpoints to repair        5        4
hold buffers                     0        0
buffers inserted                 3        2
resized                         11        6
pin swaps                        2        0
gates cloned                     0        0
hold endpoints to repair         0        0
No activity file was given, so power comes from the tool's default toggle rates.
