==> flow/design.v <==
`timescale 1ns / 1ps
module alu #(
    parameter int N = 8
)(
    input  logic [N-1:0] A,
    input  logic [N-1:0] B,
    input  logic [2:0]   ALU_SEL,
    output logic [N-1:0] Y,
    output logic         Z,
    output logic         C,
    output logic         V
);
    logic [N:0] result_ext;
    always_comb begin
        Y = '0;
        C = 1'b0;
        V = 1'b0;
        case (ALU_SEL)
            3'b000: begin  
                result_ext = {1'b0, A} + {1'b0, B};
                Y = result_ext[N-1:0];
                C = result_ext[N];
                V = (~(A[N-1] ^ B[N-1])) & (Y[N-1] ^ A[N-1]);
            end
            3'b001: begin  
                result_ext = {1'b0, A} - {1'b0, B};
                Y = result_ext[N-1:0];
                C = result_ext[N];
                V = (A[N-1] ^ B[N-1]) & (Y[N-1] ^ A[N-1]);
            end
            3'b010: Y = A & B;
            3'b011: Y = A | B;
            3'b100: Y = A ^ B;
            default: Y = '0;
        endcase
    end
    assign Z = (Y == '0);
endmodule
==> flow/run.sh <==
#!/bin/bash
# OpenROAD 26Q1-2900-gdf79404cd8, Yosys 0.63+post, stock flow scripts
make -C /OpenROAD-flow-scripts/flow DESIGN_CONFIG=/design/flow/config.mk WORK_HOME=/design/flow/orfs finish
==> flow/config.mk <==
export PLATFORM = sky130hd
export DESIGN_NAME = alu
export DESIGN_NICKNAME = alu
export VERILOG_FILES = /design/flow/design.v
export SDC_FILE = /design/flow/constraint.sdc
export NUM_CORES = 4
export LEC_CHECK = 1
export CORE_AREA = 10 10 82 82
export DIE_AREA = 0 0 92 92
export SYNTH_HDL_FRONTEND = slang
==> flow/constraint.sdc <==
current_design alu

set clk_period 4.7
set clk_io_pct 0.2

create_clock -name clk0 -period $clk_period

set non_clock_inputs [all_inputs -no_clocks]
set_input_delay [expr $clk_period * $clk_io_pct] -clock clk0 $non_clock_inputs
set_output_delay [expr $clk_period * $clk_io_pct] -clock clk0 [all_outputs]
==> run summary <==
yosys + openroad results -> outcome completed, CP max FO 3, first-pass GRT wire length 6272 µm, die width about 90 µm, initial antenna violation count 0, GRT Overall Usage 0.08530, GR Overflow Total 0, Cell Type Count roughly 55, DR vias/cell ~4.6, RSZ-0062 raised after global routing no, DRT antenna net count 0, Pwr per Cell Area about 110 nW/µm², Worst slew margin 0.7334, Peak VDD IR 0.00003685 V, most frequent CP cell clkdlybuf4s50_1, CLK BUF 0, min-delay worst type in -> out, OpenROAD warning count 48, Worst EP required ~3800 ps, PortBufs 30, crit path cell chain clkdlybuf4s50_1 -> ha_2 -> fa_2 -> a211oi_2 -> buf_4 -> o31ai_2 -> o311a_2 -> o32ai_2 -> clkdlybuf4s50_1, final slew viol count 0, fmax roughly 0.22 GHz, WL final 3654 µm, CP Data Arrival Time 3610 ps, WL per Instance between 10 and 15 µm, Post-synth seq share 0, FP Rows 26, critical path type in -> out, fp util 0.2461, Worst Setup End Kind primary output, Cell Count, Final, Fillers Out 300, syn avg cell area 7.260 µm², # Cells Yosys 172, crit path from B[0], I/O pins 30, GP Congestion 0.8809, hold wc startpoint A[7], Mapped Area 1249 µm², final setup vio count 0, slowest stage cell, crit path clkdlybuf4s50_1, Worst path max stage delay 520 ps, pin count of the biggest net entering global routing 12, vias in the first global route about 1300, Design Area, Final 1933 µm², Tcrit/Tclk final 0.9688, number of max-cap violations 0, endpoints failing hold 0, FF/Latch Area 0 µm², minimum clock period 4553 ps, startpoint types primary input, cts hold-fix bufs 0, Synth warnings 0, placed cell areas 1837 µm², post-DP HPWL 3168 µm, initial DRC count 75, share of post-route cells with drive strength above 1 0.2565, number of diodes 0, Slew @ Worst Pin between 300 and 400 ps, synth-to-layout area growth 54.81%, Core Region 5075 µm², Synth Instances approximately 170, DR vias 1366, Leakage 0.8633 nW, chip area line of the yosys report 1249 µm², residual DRC count 0, drt pass-1 iters 4, die height 92 µm, Cells after DPL slightly below 300, sequential cells 0, Die Footprint 8464 µm²
==> stage by stage <==
stage	setup WS (ps)	hold WS [ps]	utilization	power, mW	TNS (ps)
3_3_place_gp	-133.8	3025	0.3619	0.2004	-359.2
4_1_cts	89.73	3023	0.3750	0.2127	0
2_1_floorplan	1038	2002	-	0.1047	0
3_5_place_dp	-161.4	3024	0.3619	0.2004	-297.5
5_1_grt	11.57	3089	0.3809	0.2395	0
6_report	146.5	3001	0.3809	0.2171	0
==> cell usage after synthesis, drive strengths merged <==
cell type,number,area (µm²)
or4b,1,13.76
mux2i,2,20.02
nor3,5,30.03
a22o,1,8.760
o21ai,10,50.05
inv,22,82.58
a32oi,2,17.52
nand2b,2,20.02
and4,1,8.760
nor2b,6,37.54
or2b,1,7.510
a21boi,1,7.510
fa,2,40.04
o22ai,2,18.77
o311a,2,21.27
a21o,1,7.510
o211ai,3,22.52
o32ai,2,17.52
nand2,12,45.04
a211o,1,8.760
o22a,2,18.77
xor2,1,8.760
nor3b,1,7.510
nand3b,1,7.510
a211oi,5,47.54
nor2,16,62.56
nor4,2,18.77
o21bai,3,22.52
clkbuf,2,7.510
buf,5,40.04
a221o,2,20.02
xnor2,6,52.55
o2111ai,1,8.760
a221oi,1,15.01
a31oi,1,6.260
o31ai,2,15.01
or3,2,12.51
a21oi,10,50.05
nand3,1,5.000
a2111oi,1,8.760
and2,1,6.260
or2,3,21.27
ha,24,300.3
==> worst paths after layout <==
path  endpoint  slack [ps]  depth (start not counted)
max       Y[6]         150                          9
min          V        3000                          5
==> area by class of cell <==
cell class	count	area, µm²
fillers	520	3142
inverters	22	82.58
multi-input cells	143	1201
well taps	70	87.58
repair buffers	65	561.8
==> repair_timing <==
action | in CTS | in global routing
buffers inserted | 1 | 1
endpoints found under the setup margin | 3 | 4
gates resized | 11 | 6
pin swaps | 2 | 3
==> critical path, delay by kind of cell <==
family          cells  cell delay [ps]
fa+ha+maj           2              570
compound gates      4              990
buf+inv             3             1110
==> routing by layer <==
layer  GRT usage  share of wire
met1      0.1257           0.51
met4    0.003856         0.0044
met3     0.01236          0.044
met5           0              0
met2      0.1347           0.44
==> power by group <==
| part | switching, mW | leakage, nW | internal (mW) | total [mW] |
|---|---|---|---|---|
| Clock | 0 | 0 | 0 | 0 |
| Combinational | 0.0968 | 0.863 | 0.120 | 0.217 |
| Sequential | 0 | 0 | 0 | 0 |
| Total | 0.0968 | 0.863 | 0.120 | 0.217 |
==> cells by family after synthesis <==
family / after synthesis / synth area share
buffers and inverters: 29 / 0.1042
multiplexers: 2 / 0.01603
AND/OR/NAND/NOR: 55 / 0.2435
adder cells (fa/ha/maj): 26 / 0.2725
AND-OR/OR-AND: 53 / 0.3146
XOR/XNOR: 7 / 0.04910
==> cells in the final DEF, fill, tap and decap left out, drive strengths merged, types with 2 or more instances in the layout <==
master,Yosys,final
buf,5,35
clkdlybuf4s50,0,29
ha,24,24
inv,22,22
nor2,16,16
nand2,12,12
a21oi,10,10
o21ai,10,10
nor2b,6,6
xnor2,6,6
nor3,5,5
a211oi,5,5
o21bai,3,3
o211ai,3,3
or2,3,3
or3,2,2
o31ai,2,2
o32ai,2,2
nor4,2,2
mux2i,2,2
a221o,2,2
a32oi,2,2
fa,2,2
o311a,2,2
nand2b,2,2
o22a,2,2
o22ai,2,2
No activity file was given, so power comes from the tool's default toggle rates.
